==> design.v <==
module if_id (
  input         clk,
  input         reset,
  input  [31:0] in_instr,
  input  [31:0] in_pc,
  input         flush,
  input         valid,
  output [31:0] out_instr,
  output [31:0] out_pc,
  output        out_noflush
);
  reg [31:0] reg_instr;
  reg [31:0] reg_pc;
  reg        reg_noflush;
  assign out_instr = reg_instr;
  assign out_pc = reg_pc;
  assign out_noflush = reg_noflush;
  always @(posedge clk or posedge reset) begin
    if (reset) begin
      reg_instr <= 32'h0;
    end else if (flush) begin
      reg_instr <= 32'h0;
    end else if (valid) begin
      reg_instr <= in_instr;
    end
  end
  always @(posedge clk or posedge reset) begin
    if (reset) begin
      reg_pc <= 32'h0;
    end else if (flush) begin
      reg_pc <= 32'h0;
    end else if (valid) begin
      reg_pc <= in_pc;
    end
  end
  always @(posedge clk or posedge reset) begin
    if (reset) begin
      reg_noflush <= 1'h0;
    end else if (flush) begin
      reg_noflush <= 1'h0;
    end else if (valid) begin
      reg_noflush <= 1'h1;
    end
  end
endmodule
==> run.sh <==
#!/bin/bash
# OpenROAD 26Q1-2900-gdf79404cd8, Yosys 0.63+post, stock flow scripts
make -C /OpenROAD-flow-scripts/flow DESIGN_CONFIG=/design/flow/config.mk WORK_HOME=/design/flow/orfs finish
==> config.mk <==
export PLATFORM = sky130hd
export DESIGN_NAME = if_id
export DESIGN_NICKNAME = if_id
export VERILOG_FILES = /design/flow/design.v
export SDC_FILE = /design/flow/constraint.sdc
export NUM_CORES = 4
export LEC_CHECK = 1
export CORE_UTILIZATION = 50
==> constraint.sdc <==
current_design if_id

set clk_period 1.0
set clk_io_pct 0.2

create_clock -name clk0 -period $clk_period [get_ports {clk}]

set non_clock_inputs [all_inputs -no_clocks]
set_input_delay [expr $clk_period * $clk_io_pct] -clock clk0 $non_clock_inputs
set_output_delay [expr $clk_period * $clk_io_pct] -clock clk0 [all_outputs]
==> design notes <==
In the routed design, unresolved DRC markers number 0. The path class of the tightest hold or removal check is input port to register. With the worst-case headroom to the max-slew limit at 87.2%, the layout cell share with drive strength beyond 1 is 31.2%. The area taken by sequential standard cells is reported as 1630 µm². CTS added clock buffers totalling 9. The slew at the pin closest to its max-slew limit works out to 0.186 ns.

The final-layout worst hold slack was 0.250 ns; the leakage power summed over all cells was 2.28 nW. On the critical path the data arrives at 0.87 ns. The core area was 5110 µm²; the number of max-capacitance violations reported was 0. The gate-level netlist out of Yosys references 9 unique cell types. The stat command in Yosys gives a chip area of 2640 µm².

The H-tree was split into 3 levels. The clock tree has to reach 65 sinks. After routing, the total negative slack on setup checks comes to -1.09 ns. The number of flip-flops and latches in the synthesized netlist was 65. The final design area excluding fillers came out at 4180 µm². The cell type with the highest aggregate area in the netlist is sky130_fd_sc_hd__dfrtp_1.

In this build the clock could be raised as far as 933 MHz. The post-placement cell count is 408, and the count of buffer and inverter cells on the critical path is 1. With the delay of the slowest critical-path stage at 0.41 ns, the cell count listed in synth_stat.txt is 210. The multi-input logic area is 888 µm².

In the layout the commonest cells are sky130_fd_sc_hd__nor2_1 (66), sky130_fd_sc_hd__buf_2 (66), sky130_fd_sc_hd__clkdlybuf4s50_1 (65), sky130_fd_sc_hd__dfrtp_1 (65), sky130_fd_sc_hd__mux2i_1 (64). Buffers placed on the I/O ports in this run total 132. Clock-pin slew was measured on the worst setup and hold paths at 0.07 ns. The global route total overflow is 0. With the smallest setup slack after layout at -0.0724 ns, the gate count of the mapped netlist is 210. Per the gpl log, the routability congestion estimate is 0.785. The run gives 4.79 for the routed via count divided by cell count.

According to the floorplan log, the row count is 26. The final period demand of the worst path is 1.07 ns. For this design the ratio of total power to cell area is 1460 nW/µm².

Pin placement for this block handled 133 I/O pins. Setup repair after global routing could not meet its margin everywhere. Category of the worst setup path launch point: a register. The number of antenna cells inserted is 0. The critical path start-end classification is register to primary output. The floorplan step defined a die boundary enclosing 5570 µm². The timing report shows that the slowest cell on the worst path is sky130_fd_sc_hd__dfrtp_1. Yosys attributes the largest share of cell area to sky130_fd_sc_hd__dfrtp_1 (62%), sky130_fd_sc_hd__mux2i_1 (24%), sky130_fd_sc_hd__nor2_1 (9.4%).

The clock root buffer master is sky130_fd_sc_hd__clkbuf_8. After synthesis, flip-flops and latches occupy 61.6% of the total area. The final hold violation count recorded for this run is 0. Per the power-grid run, VDD falls by no more than 0.960 mV. The area fraction of the largest cell type after synthesis is 61.6%. The initial antenna violation count was 0. The warning count from the yosys run came out at 1. The timing report attributes the biggest portion of critical-path delay to flip-flops. The number of global-route vias before repair came out at 1985. The filler-free cell count of the finished design is 451, and the global-route wire length before repair is 9.93 mm.

With the final wirelength at 6.81 mm, the detailed router's first-iteration violation count is 147. The detail route stage leaves a number of antenna-violating nets equal to 0. Final cycle utilization of the critical path: 107%. TritonCTS built the clock tree.

Of all nets on the critical path, the largest fanout is 2. From synthesis to final layout, the design area changed by 58.5%. The tools report the HPWL after detailed placement as 4.46 mm. After synthesis the cells add up to 2640 µm². The final reports fail on negative setup slack. With the die span in x at 74.7 µm, the count of fill cells added during filler insertion is 298. Entering global routing, the biggest net connects 42 pins.

The number of slew-limit violations in the final report came out at 0. Category of the worst setup path capture point: a primary output. For this configuration, the core starts out at a cell density of 51.7%. The final setup violation count was 61. The mean instance size in the synthesized netlist is 12.6 µm², and the clock latency of the later-clocked register in the worst-skew pair is 0.33 ns. The floorplan step set the die height to 74.7 µm.

The number of warnings in the stage logs works out to 28. Per the detail_route report, routed wire per instance is 15.1 µm. Per STA, the worst path is made up of buf_2. For this block, the via count after detailed routing is 2162.

The worst clock skew on the final layout is 0 ns, and the count of TritonRoute iterations in the first routing pass is 4. The placed standard-cell area was 4100 µm²; the overall track demand over capacity in global routing was 25.1%. STA puts the critical path data required time at 0.80 ns. The run finished, with violations left. Counting along the longest clock path gives a buffer depth of 2.

The report puts the hold buffer count at CTS at 0.
-- per-stage QoR --
step                      power (mW)  setup slack (ns)  util [%]
after floorplan                 3.23            0.0999         -
after global placement          3.88           -0.0178      80.3
after detailed placement        3.91           -0.0498      80.3
after CTS                       6.07           -0.0855      79.3
after global routing            6.35            -0.120      81.9
final                           6.09           -0.0724      81.9
-- path summary, 6_finish.rpt --
kind / startpoint / end / slack, ns / cells past startpoint
hold reg to reg: reg_instr[22]$_DFFE_PP0P_ / reg_instr[22]$_DFFE_PP0P_ / 0.52 / 2
setup reg to reg: reg_pc[21]$_DFFE_PP0P_ / reg_pc[21]$_DFFE_PP0P_ / 0.07 / 4
setup / recovery: reg_pc[26]$_DFFE_PP0P_ / out_pc[26] / -0.07 / 1
hold / removal: valid / reg_noflush$_DFFE_PP0P_ / 0.25 / 3
max in group asynchronous: reset / reg_instr[8]$_DFFE_PP0P_ / 0.48 / 3
min in group asynchronous: reset / reg_instr[4]$_DFFE_PP0P_ / 0.30 / 3
-- state kept, by name, indices dropped and copies added, names as in the netlist --
register	count
reg_instr	32
reg_noflush	1
reg_pc	32
-- power by group --
part	switching [mW]	total [mW]	internal [mW]
clock	0.924	2.28	1.36
combinational	0.351	0.957	0.606
sequential	0.0745	2.85	2.78
-- worst reg2reg max path: stages, from the launching register on --
cell and delay (ns):
sky130_fd_sc_hd__dfrtp_1 0.38, sky130_fd_sc_hd__buf_4 0.13, sky130_fd_sc_hd__buf_4 0.12, sky130_fd_sc_hd__mux2i_1 0.13, sky130_fd_sc_hd__nor2_1 0.05
-- repair_timing --
action                     CTS  global route
setup endpoints to repair   65            65
setup buffers                9            18
gates resized              197             0
-- per-layer routing --
| layer | up-vias | global-route usage [%] | share of wire (%) |
|---|---|---|---|
| met4 | 0 | 3.35 | 0.98 |
| met5 | - | 0 | 0 |
| met2 | 89 | 35.2 | 45 |
| li1 | 1028 | - | - |
| met3 | 7 | 5.97 | 8.4 |
| met1 | 1038 | 44.1 | 45 |
-- cell type report --
class                           count  area share (%)
Inverter                            1           0.179
Timing Repair Buffer              169            32.7
Clock inverter                      2           0.837
Tap cell                           70            2.09
Multi-Input combinational cell    130            21.2
Sequential cell                    65            38.9
Clock buffer                       14            4.13
-- cell families (layout without fill, tap and decap cells) --
group	Yosys count	count (layout)	synth area share (%)
and+or+nand+nor	66	66	9.38
DFF	65	65	61.6
muxes	64	64	24.3
buffers and inverters	15	186	4.74
-- synthesized netlist by cell type (all sizes together) --
cell type / count
clkbuf: 6
nor2: 66
buf: 8
inv: 1
mux2i: 64
dfrtp: 65
Power is estimated from default activity; no workload was simulated.
