File: ./run.sh
#!/bin/bash
# OpenROAD 26Q1-2900-gdf79404cd8, Yosys 0.63+post, stock flow scripts
make -C /OpenROAD-flow-scripts/flow DESIGN_CONFIG=/design/flow/config.mk WORK_HOME=/design/flow/orfs finish
File: ./config.mk
export PLATFORM = sky130hd
export DESIGN_NAME = id_ex
export DESIGN_NICKNAME = id_ex
export VERILOG_FILES = /design/flow/design.v
export SDC_FILE = /design/flow/constraint.sdc
export NUM_CORES = 4
export LEC_CHECK = 1
export CORE_AREA = 10 10 196 196
export DIE_AREA = 0 0 206 206
File: ./constraint.sdc
current_design id_ex

set clk_period 1.4
set clk_io_pct 0.2

create_clock -name clk0 -period $clk_period [get_ports {clk}]

set non_clock_inputs [all_inputs -no_clocks]
set_input_delay [expr $clk_period * $clk_io_pct] -clock clk0 $non_clock_inputs
set_output_delay [expr $clk_period * $clk_io_pct] -clock clk0 [all_outputs]
File: ./design.v
module id_ex (
  input         clk,
  input         reset,
  input  [4:0]  in_rd_addr,
  input  [6:0]  in_funct7,
  input  [2:0]  in_funct3,
  input  [31:0] in_imm,
  input  [31:0] in_rs2_data,
  input  [31:0] in_rs1_data,
  input  [31:0] in_pc,
  input  [4:0]  in_rs1_addr,
  input  [4:0]  in_rs2_addr,
  input         flush,
  input         valid,
  output [4:0]  out_rd_addr,
  output [6:0]  out_funct7,
  output [2:0]  out_funct3,
  output [31:0] out_imm,
  output [31:0] out_rs2_data,
  output [31:0] out_rs1_data,
  output [31:0] out_pc,
  output [4:0]  out_rs1_addr,
  output [4:0]  out_rs2_addr
);
  reg [4:0] reg_rd_addr;
  reg [6:0] reg_funct7;
  reg [2:0] reg_funct3;
  reg [31:0] reg_imm;
  reg [31:0] reg_rs2_data;
  reg [31:0] reg_rs1_data;
  reg [31:0] reg_pc;
  reg [4:0] reg_rs1_addr;
  reg [4:0] reg_rs2_addr;
  assign out_rd_addr = reg_rd_addr;
  assign out_funct7 = reg_funct7;
  assign out_funct3 = reg_funct3;
  assign out_imm = reg_imm;
  assign out_rs2_data = reg_rs2_data;
  assign out_rs1_data = reg_rs1_data;
  assign out_pc = reg_pc;
  assign out_rs1_addr = reg_rs1_addr;
  assign out_rs2_addr = reg_rs2_addr;
  always @(posedge clk or posedge reset) begin
    if (reset) begin
      reg_rd_addr <= 5'h0;
    end else if (flush) begin
      reg_rd_addr <= 5'h0;
    end else if (valid) begin
      reg_rd_addr <= in_rd_addr;
    end
  end
  always @(posedge clk or posedge reset) begin
    if (reset) begin
      reg_funct7 <= 7'h0;
    end else if (flush) begin
      reg_funct7 <= 7'h0;
    end else if (valid) begin
      reg_funct7 <= in_funct7;
    end
  end
  always @(posedge clk or posedge reset) begin
    if (reset) begin
      reg_funct3 <= 3'h0;
    end else if (flush) begin
      reg_funct3 <= 3'h0;
    end else if (valid) begin
      reg_funct3 <= in_funct3;
    end
  end
  always @(posedge clk or posedge reset) begin
    if (reset) begin
      reg_imm <= 32'h0;
    end else if (flush) begin
      reg_imm <= 32'h0;
    end else if (valid) begin
      reg_imm <= in_imm;
    end
  end
  always @(posedge clk or posedge reset) begin
    if (reset) begin
      reg_rs2_data <= 32'h0;
    end else if (flush) begin
      reg_rs2_data <= 32'h0;
    end else if (valid) begin
      reg_rs2_data <= in_rs2_data;
    end
  end
  always @(posedge clk or posedge reset) begin
    if (reset) begin
      reg_rs1_data <= 32'h0;
    end else if (flush) begin
      reg_rs1_data <= 32'h0;
    end else if (valid) begin
      reg_rs1_data <= in_rs1_data;
    end
  end
  always @(posedge clk or posedge reset) begin
    if (reset) begin
      reg_pc <= 32'h0;
    end else if (flush) begin
      reg_pc <= 32'h0;
    end else if (valid) begin
      reg_pc <= in_pc;
    end
  end
  always @(posedge clk or posedge reset) begin
    if (reset) begin
      reg_rs1_addr <= 5'h0;
    end else if (flush) begin
      reg_rs1_addr <= 5'h0;
    end else if (valid) begin
      reg_rs1_addr <= in_rs1_addr;
    end
  end
  always @(posedge clk or posedge reset) begin
    if (reset) begin
      reg_rs2_addr <= 5'h0;
    end else if (flush) begin
      reg_rs2_addr <= 5'h0;
    end else if (valid) begin
      reg_rs2_addr <= in_rs2_addr;
    end
  end
endmodule
==> impl_metrics.json <==
{
  "crit_required_ps": 1120,
  "ys_sh_aoi_pct": 0,
  "tool_warnings": 26,
  "timing.fmax_mhz": 743,
  "power.share.clock_pct": 43.2,
  "numCtsBuffers": 17,
  "ys_ff": 153,
  "clock-sinks": 153,
  "final-seq-area_um2": 3830,
  "start_kind": "register",
  "powerDensity_nw_per_um2": 1060,
  "worstHoldPathType": "in2async",
  "path_cells": "dlygate4sd2_1",
  "ys_seq_share_pct": 62.1,
  "pwr-share-comb_pct": 14.5,
  "setup_tns_ps": 0,
  "rrSetupSlack_ps": 480,
  "io_pins": 310,
  "grt_max_degree": 79,
  "r2r_end": "reg_imm[7]",
  "synthesis.area_um2": 6170,
  "cp_slowest_cell": "dfrtp_1",
  "port_buffers": 309,
  "reg2reg_depth": 4,
  "top_logic_kind": "multiplexers",
  "drt_iter0_drc": 164,
  "drc": 0,
  "htreeDepth": 4,
  "avgViaCountPerCell": 3.70,
  "rows": 68,
  "relSlewSlack_pct": 73.9,
  "power.internal_mw": 8.69,
  "fill_cells": 3499,
  "worstReg2RegStart": "reg_imm[7]",
  "end_kind": "output pin",
  "core-area_um2": 34400,
  "syn_avg_cell_area_um2": 12.5,
  "post-dp-hpwl_mm": 15.4,
  "pwr-share-seq_pct": 42.3,
  "final_hold_viol_count": 0,
  "routed_wl_mm": 20.8,
  "synth_area_leader_cell": "dfrtp_1",
  "yosysWarnings": 1,
  "cp_num_buf_inv": 1,
  "grt_pass1_wl_mm": 31.5,
  "synth_cell_types": 8,
  "synth-edff-count": 0,
  "period_used_pct": 96.1,
  "place.gp.congestion": 0.805,
  "tightest_slew_ps": 392,
  "setup_viol": 0,
  "cellLeakagePower_nw": 5.42,
  "grt_antenna_before_repair": 0,
  "period_minus_slack_ps": 1350,
  "cp_slowest_stage_delay_ps": 370,
  "root_buffer": "clkbuf_16",
  "ys_area_um2": 6170,
  "ys_sh_adder_pct": 0,
  "clkTransAtPathRegs_ps": 60,
  "area_growth_pct": 73.6,
  "worstPathArrival_ps": 1070,
  "slew_viol_final": 0,
  "status": "finished clean",
  "topCellsByArea": "dfrtp_1, mux2i_1, nor2_1",
  "synthArstFlopShare_pct": 100,
  "die_h_um": 206,
  "top_cell_area_share_pct": 62.1,
  "common_cells": "dfrtp_1, mux2i_1, nor2_1",
  "vias": 4859,
  "path_max_fanout": 2,
  "tritoncts": "yes",
  "syn_inst": 494,
  "grt_pass1_vias": 5080,
  "p_sw_share_pct": 23.3,
  "clock_latency_ps": 420,
  "path_delay_family": "flip-flops",
  "ys_sh_simple_pct": 9.31,
  "post_drt_wl_per_cell_um": 15.8,
  "synth-main-ff-cell": "dfrtp_1",
  "initial_utilization_pct": 17.9,
  "clock_path_buffers": 2,
  "yosysCellCount": 494,
  "whs_ps": 204,
  "die_w_um": 206,
  "xor_share_pct": 0,
  "ant_nets": 0,
  "die_area_um2": 42400,
  "clock_skew_ps": 0,
  "crit_type": "reg2out",
  "layout.area.comb_um2": 2110,
  "ys_sh_mux_pct": 24.8,
  "gr-total-overflow": 0,
  "vdd_drop_max_uv": 768,
  "grt_usage_pct": 9.64,
  "drt-pass1-iter-count": 4,
  "p_sw_mw": 2.65,
  "cap_violations": 0,
  "drive_above_1_share_pct": 10.4
}
[area by class of cell]
cell class / count / area share (%)
Multi-Input combinational cell: 306 / 19.7
Timing Repair Buffer: 366 / 33.5
Sequential cell: 153 / 35.7
Clock inverter: 11 / 1.61
Clock buffer: 20 / 4.08
Tap cell: 455 / 5.32
Antenna cell: 1 / 0.0234
Inverter: 1 / 0.0701
[state kept, by name (all words and copies together) (netlist names)]
signal	cells
reg_imm	32
reg_pc	32
reg_rs1_data	32
reg_rs2_data	32
reg_funct7	7
reg_rd_addr	5
reg_rs1_addr	5
reg_rs2_addr	5
reg_funct3	3
[how the worst max path moves through the flow]
| stage | endpoint | startpoint | depth (start not counted) |
|---|---|---|---|
| after CTS | out_rs1_data[30] | reg_rs1_data[30] | 1 |
| after global routing | out_imm[7] | reg_imm[7] | 1 |
| final | out_rs2_data[7] | reg_rs2_data[7] | 1 |
[stage by stage]
step / instance area, um2 / power (mW) / cells / setup slack (ps) / util, %
2_1_floorplan: 6170 / 5.42 / 494 / -811 / -
3_3_place_gp: 10000 / 6.63 / 1251 / 198 / 29.1
3_5_place_dp: 10000 / 6.64 / 1251 / 187 / 29.1
4_1_cts: 10500 / 11.5 / 1292 / 0.285 / 30.5
5_1_grt: 10700 / 12.0 / 1312 / -17.8 / 31.2
6_report: 10700 / 11.3 / 1313 / 54.7 / 31.2
[power groups by stage]
stage     logic, mW  clock network (mW)  registers [mW]
4_1_cts        1.62                5.11            4.79
5_1_grt        1.82                5.31            4.82
6_report       1.64                4.90            4.79
[kinds of logic (layout without fill, tap and decap cells)]
| kind of cell | count (synthesis) | after routing |
|---|---|---|
| buf+inv | 35 | 398 |
| flops | 153 | 153 |
| mux | 153 | 153 |
| other cells | 0 | 1 |
| simple gates | 153 | 153 |
[metal layers]
layer  vias to the layer above  wire length (um)  track usage, %  part of all wire (%)
li1                       2342                 -               -                     -
met1                      2286              8750            13.1                    42
met2                       214              8970            13.6                    43
met3                        17              2720            5.23                    13
met4                         0               351            1.49                   1.7
met5                         -                 0               0                     0
[placed cells by master, fill, tap and decap left out, drive strengths merged, types with 2 or more instances in the layout]
cell type      synthesis  layout
clkdlybuf4s50          0     154
mux2i                153     153
nor2                 153     153
dfrtp                153     153
dlygate4sd2            0      94
clkdlybuf4s15          0      58
buf                   25      58
clkbuf                 9      22
clkinvlp               0       5
bufinv                 0       4
clkinv                 0       2
[what timing repair did]
| action | CTS | global route |
|---|---|---|
| gates resized | 162 | 51 |
| pin swaps | 0 | 0 |
| hold buffers | 0 | 0 |
| buffers inserted | 10 | 20 |
| endpoints found under the setup margin | 153 | 60 |
No activity file was given, so power comes from the tool's default toggle rates.
