[/design/flow/run.sh]
#!/bin/bash
# OpenROAD 26Q1-2900-gdf79404cd8, Yosys 0.63+post, stock flow scripts
make -C /OpenROAD-flow-scripts/flow DESIGN_CONFIG=/design/flow/config.mk WORK_HOME=/design/flow/orfs finish
[/design/flow/config.mk]
export PLATFORM = sky130hd
export DESIGN_NAME = gen_regs
export DESIGN_NICKNAME = gen_regs
export VERILOG_FILES = /design/flow/design.v
export SDC_FILE = /design/flow/constraint.sdc
export NUM_CORES = 4
export LEC_CHECK = 1
export CORE_UTILIZATION = 50
[/design/flow/constraint.sdc]
current_design gen_regs

set clk_period 5.5
set clk_io_pct 0.2

create_clock -name clk0 -period $clk_period [get_ports {clk}]

set non_clock_inputs [all_inputs -no_clocks]
set_input_delay [expr $clk_period * $clk_io_pct] -clock clk0 $non_clock_inputs
set_output_delay [expr $clk_period * $clk_io_pct] -clock clk0 [all_outputs]
[/design/flow/design.v]
module gen_regs (
    input  clk,
    input  reset,
    input  wen,
    input  [4:0] regRAddr1, regRAddr2, regWAddr,
    input  [31:0] regWData,
    output [31:0] regRData1,
    output [31:0] regRData2
);
    integer ii;
    reg [31:0] regs[31:0];
    always @(posedge clk or posedge reset) begin
        if(reset) begin
            for(ii=0; ii<32; ii=ii+1)
                regs[ii] <= 32'b0;
        end
        else if(wen & (|regWAddr))
                regs[regWAddr] <= regWData;
    end
    assign regRData1 = wen & (regWAddr == regRAddr1) ? regWData
                    : ((regRAddr1 != 5'b0) ? regs[regRAddr1] : 32'b0);
    assign regRData2 = wen & (regWAddr == regRAddr2) ? regWData
                    : ((regRAddr2 != 5'b0) ? regs[regRAddr2] : 32'b0);
endmodule
==> impl_metrics.env <==
# physical design summary
export IMPL_leakage_nw=27.4
export IMPL_coreArea_um2=101000
export IMPL_drtIter0Drc=6651
export IMPL_globalRouteOverflowTotal=0
export IMPL_fin_crit_ns=5.57
export IMPL_worstRegToRegCells=1
export IMPL_antenna_found_initial=38
export IMPL_finalClockPeriodUsage=1.01
export IMPL_synth_warnings=2
export IMPL_finish_instance_area_um2=61400
export IMPL_crit_path_frequent_cell="clkdlybuf4s50_1"
export IMPL_most_common_layout_cells="mux2_2, dfrtp_1, a22oi_1"
export IMPL_final_core_util=0.610
export IMPL_io_pins=114
export IMPL_netlist_instances=4446
export IMPL_cp_start_kind="primary input"
export IMPL_skew_ns=0
export IMPL_reg_largest_list="regs: 992 flops"
export IMPL_worstPathMaxFanout=9
export IMPL_reg2reg_to="regs[1][13]"
export IMPL_antenna_left=0
export IMPL_ys_seq_elements=992
export IMPL_status="finished, violations left"
export IMPL_fp_row_count=116
export IMPL_clock_sinks=992
export IMPL_largest_register_ffs=992
export IMPL_tns_ns=-0.202
export IMPL_die_h_um=322
export IMPL_warning_count=36
export IMPL_crit_slowest_cell="nor2_2"
export IMPL_gp_congestion=1.12
export IMPL_worstPathRequired_ns=4.40
export IMPL_path_cells="clkdlybuf4s50_1, buf_4, xor2_1, nor4_1, and3_2, nor2_2, o31ai_1, nand3_1, clkdlybuf4s50_1"
export IMPL_p_per_area_nw_per_um2=348
export IMPL_postSynthSeqShare=0.485
export IMPL_fmax_mhz=180
export IMPL_violations="setup timing"
export IMPL_hold_viol=0
export IMPL_placed_area_um2=57300
export IMPL_tightestPinTransition_ns=1.07
export IMPL_r2r_slack_ns=4.57
export IMPL_top_register="regs"
export IMPL_root_buffer="clkbuf_16"
export IMPL_mostFrequentLayoutCell="mux2_2"
export IMPL_drc=0
export IMPL_clkTransAtPathRegs_ns=0.06
export IMPL_dieArea_um2=104000
export IMPL_final_max_slew_viol_count=0
export IMPL_slew_headroom=0.267
export IMPL_ir_drop_uv=319
export IMPL_postSynth_asyncResetShare=1.00
export IMPL_drt_total_wl_mm=288
export IMPL_critPathLaunch="regWAddr[2]"
export IMPL_cts_tree="done"
export IMPL_syn_mean_instance_area_um2=11.5
export IMPL_crit_arrival_ns=4.47
export IMPL_setup_violations_final=5
export IMPL_htree_levels=3
export IMPL_max_stage_delay_ns=0.68
export IMPL_fin_cells=6166
export IMPL_crit_type="primary input to output pin"
export IMPL_cp_endpoint="regRData2[8]"
export IMPL_area_growth_pct=20.0
export IMPL_viasPerCell=7.85
export IMPL_clockBufferDepth=3
export IMPL_drt_pass1_iter_count=9
export IMPL_maxCapViolCount=0
export IMPL_cts_buffers=107
export IMPL_fin_ws_ns=-0.0708
export IMPL_synth_area_um2=51200
export IMPL_ys_area_um2=51200
export IMPL_grt_pass1_wl_mm=389
export IMPL_grt_usage=0.585
export IMPL_edf_count=0
export IMPL_crit_path_end_kind="output pin"
export IMPL_grt_pass1_vias=46100
export IMPL_drive_above_1_share=0.375
export IMPL_clock_latency_ns=0.73
export IMPL_yosysCellCount=4446
export IMPL_grt_max_degree=121
export IMPL_fp_util=0.508
export IMPL_wire_per_inst_um=46.7
export IMPL_rsz0062_at_grt="false"
export IMPL_hpwl_mm=184
export IMPL_regToRegStartpoint="regs[1][13]"
export IMPL_hold_path_class="flip-flop to flip-flop"
export IMPL_port_buffers=113
export IMPL_whs_ns=0.513
export IMPL_yosysUniqueCellTypes=66
export IMPL_ff_type="dfrtp_1"
export IMPL_place_inst=5909
export IMPL_route_vias_total=48400
export IMPL_dieWidth_um=322
layout make-up:
cell class              instances  area [um^2]
clock inverters                52          778
flip-flops and latches        992        24800
well taps                    1357         1700
clock buffers                 146         3060
multi-input cells            2986        25100
repair buffers                568         5760
fillers                      8006        39300
diodes                         56          140
inverters                       9         37.5
routing by layer:
layer,track usage,share of wire,vias to the layer above
li1,-,-,17700
met1,0.718,0.34,23900
met2,0.720,0.38,4887
met3,0.416,0.18,1833
met4,0.410,0.097,38
met5,0.0359,0.0025,-
logic make-up (layout without fill, tap and decap cells):
logic type | Yosys count | in the layout | synth area share
compound gates | 989 | 989 | 0.144
xor+xnor | 10 | 10 | 0.00171
mux | 1010 | 1010 | 0.222
buf+inv | 468 | 775 | 0.0393
other cells | 0 | 56 | 0
flops | 992 | 992 | 0.485
simple gates | 977 | 977 | 0.108
Yosys cell counts, types with 11 or more instances:
| master | instances | area, um^2 |
|---|---|---|
| nand4_1 | 126 | 788 |
| nor3_1 | 19 | 95.1 |
| a221oi_1 | 17 | 149 |
| a32oi_1 | 15 | 131 |
| a211oi_1 | 13 | 97.6 |
| mux2_2 | 997 | 11200 |
| nand3_1 | 142 | 711 |
| nor4_1 | 56 | 350 |
| o21ai_0 | 56 | 280 |
| and3_1 | 316 | 1980 |
| a22oi_1 | 657 | 4930 |
| mux2i_1 | 12 | 120 |
| a22o_1 | 19 | 166 |
| nand3b_1 | 11 | 82.6 |
| clkbuf_1 | 264 | 991 |
| dfrtp_1 | 992 | 24800 |
| o21ai_1 | 21 | 105 |
| buf_1 | 56 | 210 |
| a21oi_1 | 46 | 230 |
| buf_2 | 122 | 611 |
| nand2_1 | 128 | 480 |
| nor2_1 | 79 | 297 |
| a2111oi_0 | 108 | 946 |
| nor2_2 | 21 | 131 |
worst max-delay path, delay by kind of cell:
family                 cells  cell delay, ns
AND-OR/OR-AND              1            0.25
XOR/XNOR                   1            0.43
buffers and inverters      3            1.37
AND/OR/NAND/NOR            4            1.31
per-stage QoR:
| stage | setup slack, ns | total power [W] |
|---|---|---|
| global placement | -0.138 | 0.0133 |
| global route | 0.0139 | 0.0219 |
| floorplan | -9.27 | 0.0116 |
| CTS | 0.0150 | 0.0212 |
| finish | -0.0708 | 0.0214 |
| detailed placement | -0.0730 | 0.0133 |
worst min-delay path by stage:
stage | endpoint | cells past startpoint | start
CTS | regs[2][16] | 1 | regs[2][16]
global route | regs[2][16] | 1 | regs[2][16]
finish | regs[2][16] | 1 | regs[2][16]
timing repair:
| action | in CTS | in global routing |
|---|---|---|
| hold buffers | 0 | 0 |
| pin swaps | 0 | 1 |
| buffers inserted | 0 | 3 |
| hold endpoints to repair | 0 | 0 |
| gates resized | 2 | 12 |
| endpoints found under the setup margin | 3 | 9 |
report_power, final:
group | internal, W | switching (W) | leakage, nW | total [W]
Combinational | 0.00169 | 0.00156 | 12.9 | 0.00325
Sequential | 0.00871 | 0.00148 | 12.7 | 0.0102
Clock | 0.00473 | 0.00318 | 1.87 | 0.00792
Total | 0.0151 | 0.00622 | 27.4 | 0.0214
Power and IR drop assume default switching activity.
